==> ./design.v <==
package pcmux;
typedef enum bit [1:0] {
    pc_plus4  = 2'b00
    ,alu_out  = 2'b01
    ,alu_mod2 = 2'b10
} pcmux_sel_t;
endpackage
package marmux;
typedef enum bit {
    pc_out = 1'b0
    ,alu_out = 1'b1
} marmux_sel_t;
endpackage
package cmpmux;
typedef enum bit {
    rs2_out = 1'b0
    ,i_imm = 1'b1
} cmpmux_sel_t;
endpackage
package alumux;
typedef enum bit {
    rs1_out = 1'b0
    ,pc_out = 1'b1
} alumux1_sel_t;
typedef enum bit [2:0] {
    i_imm    = 3'b000
    ,u_imm   = 3'b001
    ,b_imm   = 3'b010
    ,s_imm   = 3'b011
    ,j_imm   = 3'b100
    ,rs2_out = 3'b101
} alumux2_sel_t;
endpackage
package regfilemux;
typedef enum bit [3:0] {
    alu_out   = 4'b0000
    ,br_en    = 4'b0001
    ,u_imm    = 4'b0010
    ,lw       = 4'b0011
    ,pc_plus4 = 4'b0100
    ,lb        = 4'b0101
    ,lbu       = 4'b0110   
    ,lh        = 4'b0111
    ,lhu       = 4'b1000   
} regfilemux_sel_t;
endpackage
module pc_register #(parameter width = 32)
(
    input clk,
    input rst,
    input load,
    input [width-1:0] in,
    output logic [width-1:0] out
);
logic [width-1:0] data;
always_ff @(posedge clk)
begin
    if (rst)
    begin
        data <= 32'h00000060;
    end
    else if (load)
    begin
        data <= in;
    end
    else
    begin
        data <= data;
    end
end
always_comb
begin
    out = data;
end
endmodule : pc_register
==> ./run.sh <==
#!/bin/bash
# OpenROAD 26Q1-2900-gdf79404cd8, Yosys 0.63+post, stock flow scripts
make -C /OpenROAD-flow-scripts/flow DESIGN_CONFIG=/design/flow/config.mk WORK_HOME=/design/flow/orfs finish
==> ./config.mk <==
export PLATFORM = sky130hd
export DESIGN_NAME = pc_register
export DESIGN_NICKNAME = pc_register
export VERILOG_FILES = /design/flow/design.v
export SDC_FILE = /design/flow/constraint.sdc
export NUM_CORES = 4
export LEC_CHECK = 1
export CORE_AREA = 10 10 91 91
export DIE_AREA = 0 0 101 101
==> ./constraint.sdc <==
current_design pc_register

set clk_period 1.5
set clk_io_pct 0.2

create_clock -name clk0 -period $clk_period [get_ports {clk}]

set non_clock_inputs [all_inputs -no_clocks]
set_input_delay [expr $clk_period * $clk_io_pct] -clock clk0 $non_clock_inputs
set_output_delay [expr $clk_period * $clk_io_pct] -clock clk0 [all_outputs]
==> summary.rpt <==
IMPLEMENTATION SUMMARY REPORT
----------------------------------------------------
[Yosys]
  Synth warn ........................ 1
  Sequential fraction of the synthesis area ........................ 54.9%
  Cell count in the Yosys report ........................ 103
  #FFs+latches synth ........................ 32
  Area reported by Yosys stat ........................ 1170 sq um
  Instance tally after logic synthesis ........................ 103
  Number of distinct library cell variants in the gate-level netlist after synthesis ........................ 9
  Cell area after synthesis ........................ 1170 sq um
  Per-instance average area after synthesis ........................ 11.3 sq um

[Global routing]
  Total global-route track usage ........................ 5.84%
  Initial antenna violation count ........................ 0
  Largest net degree at the start of global routing ........................ 35
  First-pass GRT wire length ........................ 4830 um
  Sum of overflow across all layers after global routing ........................ 0
  Via count of the first global-routing pass ........................ 927

[Detailed routing]
  Total detailed-routing wirelength ........................ 3100 um
  Vias per std cell ........................ 3.67
  Violation count after the first detailed-route iteration ........................ 22
  DR vias ........................ 917
  Tally of nets with antenna violations remaining after routing ........................ 0
  DRC violation count after routing ........................ 0
  Antenna cells ........................ 0
  Drt pass-1 iters ........................ 2
  Routed wire length per instance ........................ 12.4 um

[Clock network]
  # H-tree levels ........................ 2
  CTS Hold Bufs ........................ 0
  Clk root buf ........................ sky130_fd_sc_hd__clkbuf_8
  TritonCTS clock tree ........................ done
  Number of post-CTS setup repair buffers ........................ 0
  Resized Gates After CTS ........................ 0
  Num CTS Buffers ........................ 5
  Sink count of the clock tree ........................ 32
  Buffers from clock root to sink, at most ........................ 2
  Skew-Pair Late Insertion Delay ........................ 0.28 ns
  Clock transition at the registers of the reported paths ........................ 0.08 ns

[Timing]
  Peak Freq ........................ 709 MHz
  Slew Viols, Final ........................ 0
  Final Setup Violations ........................ 0
  Setup slack of the critical path after layout ........................ 0.0898 ns
  TNS Setup ........................ 0 ns
  Setup repair after global routing missed its margin ........................ no
  Shortest clock period the worst path allows after layout ........................ 1.41 ns
  Worst hold-check slack ........................ 0.491 ns
  Post-route clock period utilization ........................ 94.0%
  Measured slew at the worst slew-check pin ........................ 0.237 ns
  Final tally of hold violations ........................ 0
  Slew headroom ........................ 84.2%
  Max Clock Skew ........................ 0 ns

[Critical path]
  FF-to-FF setup slack ........................ 0.74 ns
  Crit path arrival time ........................ 1.11 ns
  Launch point of the worst reg-to-reg path ........................ data[5]$_SDFFE_PP1P_
  Startpoint-to-endpoint class of the critical path ........................ reg2out
  Worst stage delay on the critical path ........................ 0.49 ns
  Cell family contributing the most delay on the critical path ........................ buffers and inverters
  Critical-path top delay cell ........................ sky130_fd_sc_hd__clkdlybuf4s50_1
  Required time worst endpoint ........................ 1.20 ns
  Count of cell instances traversed by the critical path ........................ 1
  Critical path, cell by cell ........................ clkdlybuf4s50_1
  RR Endpoint ........................ data[5]$_SDFFE_PP1P_
  CP Capture Type ........................ output port
  Maximum fanout encountered on the critical timing path ........................ 2
  Worst R2R Path Depth ........................ 2
  Count of buffering cells on the critical path with inverters included ........................ 1
  Type of element launching the critical path ........................ register

[Layout]
  Post-Route Utilization ........................ 31.0%
  Top flop regs ........................ data: 32 flops
  Largest Register ........................ data
  Flip-flop count of the largest register, all copies and words added ........................ 32
  Layout overhead on the synthesized area ........................ 68.6%
  Number of fillers in the final layout ........................ 647
  Share of final-layout standard cells stronger than drive strength 1 ........................ 6.94%

[Placement]
  Port-buffer cells ........................ 66
  Placement Setup Slack ........................ 0.239 ns
  Half-perimeter wire length of the detailed placement result ........................ 2340 um
  RePlAce Congestion ........................ 0.689

[Power]
  Maximum VDD drop ........................ 0.361 mV
  Areal power density over the cells ........................ 978 nW/um^2
  Power after layout ........................ 0.00193 W
  Leakage Power ........................ 0.818 nW

[Floorplanning]
  Die Y ........................ 101 um
  FP Core Util ........................ 18.4%
  Standard cell core area ........................ 6350 sq um
  Total die size ........................ 10200 sq um
  Width of the die ........................ 101 um
  Number of core rows ........................ 29
  Number of I/O pins ........................ 67

[Min path]
  Startpoint of the tightest hold check path ........................ data[3]$_SDFFE_PP0P_
  Cells on Worst Hold Path ........................ 2
  Classification of the worst-slack hold path ........................ reg2reg
  Hold-critical path endpoint ........................ data[3]$_SDFFE_PP0P_

[Flow run]
  Max-cap viol count ........................ 0
  Number of warnings in the stage logs ........................ 25

[Run status]
  Outcome ........................ finished, final reports clean

----------------------------------------------------
## cells by family after synthesis
kind of cell | share of synthesized area, %
buf+inv | 7.18
simple gates | 10.7
mux | 25.7
flops | 54.9
compound gates | 1.50
## layer usage
layer  up-vias  global-route usage, %  part of all wire (%)
met3         5                   3.53                    13
met2        43                   8.30                    40
met5         -                      0                     0
li1        475                      -                     -
met4         0                  0.643                   1.2
met1       394                   7.70                    45
## cells in the final DEF, fill, tap and decap left out, drive strengths merged
cell type,instances
mux2i,30
dfxtp,32
nor2b,2
a211o,2
buf,4
clkbuf,6
clkinvlp,2
nor2,30
clkdlybuf4s50,65
## cell type report
| cell class | count | area, sq um | share of cell area (%) |
|---|---|---|---|
| Clock buffer | 6 | 82.6 | 4.20 |
| Clock inverter | 2 | 15.0 | 0.763 |
| Multi-Input combinational cell | 64 | 443 | 22.5 |
| Sequential cell | 32 | 641 | 32.5 |
| Tap cell | 77 | 96.3 | 4.90 |
| Timing Repair Buffer | 69 | 691 | 35.1 |
## through the flow
step           area [sq um]  cells
3_5_place_dp           1870    242
6_report               1970    250
5_1_grt                1970    250
2_1_floorplan          1170    103
4_1_cts                1970    250
3_3_place_gp           1870    242
## Yosys cell counts
| cell | count | area (sq um) |
|---|---|---|
| sky130_fd_sc_hd__a211o_1 | 2 | 17.5 |
| sky130_fd_sc_hd__buf_12 | 3 | 60.1 |
| sky130_fd_sc_hd__buf_2 | 1 | 5.00 |
| sky130_fd_sc_hd__buf_6 | 1 | 11.3 |
| sky130_fd_sc_hd__clkbuf_1 | 2 | 7.51 |
| sky130_fd_sc_hd__dfxtp_1 | 32 | 641 |
| sky130_fd_sc_hd__mux2i_1 | 30 | 300 |
| sky130_fd_sc_hd__nor2_1 | 30 | 113 |
| sky130_fd_sc_hd__nor2b_1 | 2 | 12.5 |
## worst max path at each step
stage,from,to
5_1_grt,data[20]$_SDFFE_PP0P_,out[20]
6_report,data[12]$_SDFFE_PP0P_,out[12]
4_1_cts,data[10]$_SDFFE_PP0P_,out[10]
## power by group
group / switching [W] / total [W] / internal (W)
sequential: 0.0000232 / 0.000924 / 0.000901
clock: 0.000335 / 0.000706 / 0.000371
combinational: 0.0000822 / 0.000295 / 0.000213
No activity file was given, so power comes from the tool's default toggle rates.
