### flow/design.v
package pcmux;
typedef enum bit [1:0] {
    pc_plus4  = 2'b00
    ,alu_out  = 2'b01
    ,alu_mod2 = 2'b10
} pcmux_sel_t;
endpackage
package marmux;
typedef enum bit {
    pc_out = 1'b0
    ,alu_out = 1'b1
} marmux_sel_t;
endpackage
package cmpmux;
typedef enum bit {
    rs2_out = 1'b0
    ,i_imm = 1'b1
} cmpmux_sel_t;
endpackage
package alumux;
typedef enum bit {
    rs1_out = 1'b0
    ,pc_out = 1'b1
} alumux1_sel_t;
typedef enum bit [2:0] {
    i_imm    = 3'b000
    ,u_imm   = 3'b001
    ,b_imm   = 3'b010
    ,s_imm   = 3'b011
    ,j_imm   = 3'b100
    ,rs2_out = 3'b101
} alumux2_sel_t;
endpackage
package regfilemux;
typedef enum bit [3:0] {
    alu_out   = 4'b0000
    ,br_en    = 4'b0001
    ,u_imm    = 4'b0010
    ,lw       = 4'b0011
    ,pc_plus4 = 4'b0100
    ,lb        = 4'b0101
    ,lbu       = 4'b0110   
    ,lh        = 4'b0111
    ,lhu       = 4'b1000   
} regfilemux_sel_t;
endpackage
module regfile
(
    input clk,
    input rst,
    input load,
    input [31:0] in,
    input [4:0] src_a, src_b, dest,
    output logic [31:0] reg_a, reg_b
);
logic [31:0] data [32];
always_ff @(posedge clk)
begin
    if (rst)
    begin
        for (int i=0; i<32; i=i+1) begin
            data[i] <= '0;
        end
    end
    else if (load && dest)
    begin
        data[dest] <= in;
    end
end
always_comb
begin
    reg_a = src_a ? data[src_a] : 0;
    reg_b = src_b ? data[src_b] : 0;
end
endmodule : regfile
### flow/run.sh
#!/bin/bash
# OpenROAD 26Q1-2900-gdf79404cd8, Yosys 0.63+post, stock flow scripts
make -C /OpenROAD-flow-scripts/flow DESIGN_CONFIG=/design/flow/config.mk WORK_HOME=/design/flow/orfs finish
### flow/config.mk
export PLATFORM = sky130hd
export DESIGN_NAME = regfile
export DESIGN_NICKNAME = regfile
export VERILOG_FILES = /design/flow/design.v
export SDC_FILE = /design/flow/constraint.sdc
export NUM_CORES = 4
export LEC_CHECK = 1
export CORE_UTILIZATION = 50
### flow/constraint.sdc
current_design regfile

set clk_period 19.7
set clk_io_pct 0.2

create_clock -name clk0 -period $clk_period [get_ports {clk}]

set non_clock_inputs [all_inputs -no_clocks]
set_input_delay [expr $clk_period * $clk_io_pct] -clock clk0 $non_clock_inputs
set_output_delay [expr $clk_period * $clk_io_pct] -clock clk0 [all_outputs]
==> flow_metrics.env <==
# physical design summary
export IMPL_cp_arrival_ns=8.47
export IMPL_drv_cap=0
export IMPL_min_period_ns=12.41
export IMPL_highest_cell_delay_on_the_worst_timing_path_ns=0.67
export IMPL_top_area_cell="edfxtp_1"
export IMPL_slowest_cell_on_crit_path="buf_4"
export IMPL_cts_reportedPaths_clkPinSlew_ns=0.06
export IMPL_totalNegativeSetupSlack_ns=0
export IMPL_netlist_top_cells_area="edfxtp_1 (57%), mux4_2 (20%), and2_1 (11%)"
export IMPL_ctsLongestPathBuffers=3
export IMPL_cts_tree="built"
export IMPL_finalHoldViolations=0
export IMPL_core_util_floorplan_pct=50.52
export IMPL_synth_top_area_share_pct=56.70
export IMPL_power_static_leakage_nw=20.72
export IMPL_timing_final_setup_violations=0
export IMPL_critical_path_peak_fanout=47
export IMPL_cp_common_cell="buf_4"
export IMPL_crit_path_start_kind="input port"
export IMPL_run_status="finished clean"
export IMPL_synth_stat_cells=3502
export IMPL_fillCellCount=7940
export IMPL_ys_seq_share_pct=56.70
export IMPL_setup_repair_after_global_routing_missed_its_margin="no"
export IMPL_die_h_microns=331.3
export IMPL_cts_htree_levels=3
export IMPL_antenna_found_initial=5
export IMPL_pwrdens_nw_per_um2=87.86
export IMPL_maxSlewViolCount=0
export IMPL_grt_first_pass_wirelength_microns=259100
export IMPL_cts_inserted_buffers=111
export IMPL_core_area_sq_um=107400
export IMPL_drc=0
export IMPL_layout_top_registers="data x1024"
export IMPL_timing_hold_ws_ns=3.763
export IMPL_placement_setup_slack_ns=7.231
export IMPL_timing_worst_slew_pin_value_ns=1.094
export IMPL_totalPowerFinal_mw=5.313
export IMPL_totalWireLength_microns=181300
export IMPL_hold_path_depth=1
export IMPL_worst_slew_margin_rel_pct=26.42
export IMPL_vdd_ir_drop_max_mv=0.06503
export IMPL_final_wtd_congestion=0.9209
export IMPL_netlist_area_sq_um=54230
export IMPL_achievable_frequency_ghz=0.08060
export IMPL_placement_io_buffers=113
export IMPL_globalRouteTotalUtil_pct=37.24
export IMPL_cell_at_the_root_of_the_clock_tree="clkbuf_16"
export IMPL_synth_avg_cell_area_sq_um=15.49
export IMPL_synth_cell_types=42
export IMPL_chipArea_sq_um=109800
export IMPL_synth_yosys_chip_area_sq_um=54230
export IMPL_required_ns=15.76
export IMPL_endpoint="reg_a[31]"
export IMPL_placement_rows=120
export IMPL_grt_max_degree=96
export IMPL_cts_resized=0
export IMPL_crit_start="src_a[1]"
export IMPL_detailedRoute_firstIterationViolations=2057
export IMPL_timing_hold_worst_class="in -> reg"
export IMPL_drt_wirelength_per_cell_microns=35.98
export IMPL_detail_route_antenna_nets=0
export IMPL_postSynthCellCount=3502
export IMPL_edff_count_synth=1024
export IMPL_top_level_ports=114
export IMPL_mean_number_of_vias_per_cell=6.571
export IMPL_cts_sinks=1024
export IMPL_worstSetupEndpointType="output port"
export IMPL_async_flop_share_pct=0
export IMPL_yosys_warnings=1
export IMPL_synth_flops=1024
export IMPL_cts_hold_fix_buffers=0
export IMPL_top_reg_cell_synth="edfxtp_1"
export IMPL_drive_above_1_share_pct=25.19
export IMPL_worstSetupPathType="in -> out"
export IMPL_worstPathCellList="buf_8 -> buf_4 -> buf_4 -> buf_4 -> mux4_2 -> mux4_2 -> o22ai_1 -> nor3_1 -> clkdlybuf4s50_1"
export IMPL_area_delta_synth_final_pct=11.50
export IMPL_postLayoutSetupSlackWorst_ns=7.293
export IMPL_postCtsSetupRepairBufs=0
export IMPL_final_min_period_over_clock_period_pct=62.98
export IMPL_grt_overflow_total=0
export IMPL_dp_final_hpwl_microns=105000
export IMPL_largest_register_ffs=1024
export IMPL_number_of_global_route_vias_before_repair=36797
export IMPL_dieWidth_microns=331.3
export IMPL_openroad_warnings=26
export IMPL_max_flop_register="data"
export IMPL_drt_first_pass_iters=5
export IMPL_via_count=33099
## per-stage QoR
| stage | area [sq um] | instances | util [%] |
|---|---|---|---|
| floorplan | 54350 | 3533 | - |
| global placement | 56840 | 4823 | 52.95 |
| detailed placement | 56840 | 4823 | 52.95 |
| CTS | 60460 | 5032 | 56.32 |
| global route | 60460 | 5033 | 56.32 |
| finish | 60470 | 5037 | 56.33 |
## worst min-delay path by stage
stage         slack (ns)     endpoint  start
CTS                 3.72   data[0][8]    rst
global route        3.73  data[0][10]    rst
finish              3.76   data[0][8]    rst
## cells in the mapped netlist, types with 14 or more instances
| library cell | count |
|---|---|
| edfxtp_1 | 1024 |
| and2_1 | 995 |
| mux4_2 | 472 |
| clkbuf_1 | 272 |
| mux2i_1 | 150 |
| o22ai_1 | 103 |
| nor3_1 | 54 |
| a22o_1 | 51 |
| buf_2 | 42 |
| a2111oi_1 | 41 |
| nor2_1 | 36 |
| or2_2 | 33 |
| buf_4 | 32 |
| mux2_2 | 30 |
| buf_6 | 22 |
| buf_1 | 19 |
| a22oi_1 | 16 |
| a2111oi_0 | 14 |
| nor2b_1 | 14 |
## area by class of cell
class                      count  area (sq um)  area share, %
sequential                  1024         30750          50.85
multi-input combinational   2120         21960          36.32
clock buffer                 136          2914          4.819
timing repair buffer         274          2365          3.911
tap                         1403          1755          2.903
clock inverter                73         701.9          1.161
antenna                        5         12.51        0.02069
inverter                       2         7.507        0.01241
## where the power goes
part	internal, mW	total [mW]	switching, mW	leakage (nW)
sequential	2.52	2.58	0.0612	9.75
clock	1.22	2.09	0.874	1.77
combinational	0.283	0.642	0.358	9.20
total	4.02	5.31	1.29	20.7
## cells by family after synthesis
family                 after synthesis  synth area share, %
DFF                               1024                56.70
muxes                              652                22.99
AOI/OAI and AO/OA                  259                3.652
and+or+nand+nor                   1177                13.33
buffers and inverters              389                3.315
other                                1             0.006915
## metal layers
metal | global-route usage, % | part of all wire, % | vias up | routed length, microns
met1 | 44.49 | 30 | 16198 | 55220
met4 | 14.96 | 5.6 | 23 | 10070
met3 | 28.85 | 18 | 474 | 33530
met2 | 51.77 | 45 | 2758 | 81890
li1 | - | - | 13646 | -
met5 | 3.170 | 0.30 | - | 548
## worst max-delay path, delay by kind of cell
kind	cells	cell delay, ns
compound gates	1	0.34
buf+inv	5	2.78
mux	2	1.11
simple gates	1	0.12
## cell usage in the layout, fill, tap and decap left out, types with 22 or more instances in the layout
cell	instances
clkinv_2	28
clkdlybuf4s50_1	104
or2_2	33
mux2_2	30
conb_1	32
buf_4	160
o22ai_1	103
a2111oi_1	41
nor2_2	22
clkbuf_1	23
mux2i_1	150
and2_1	994
mux4_2	472
nor3_1	54
edfxtp_1	1024
a22o_1	51
clkbuf_16	113
Power and IR drop assume default switching activity.
