$ cat ./design.v
package pcmux;
typedef enum bit [1:0] {
    pc_plus4  = 2'b00
    ,alu_out  = 2'b01
    ,alu_mod2 = 2'b10
} pcmux_sel_t;
endpackage
package marmux;
typedef enum bit {
    pc_out = 1'b0
    ,alu_out = 1'b1
} marmux_sel_t;
endpackage
package cmpmux;
typedef enum bit {
    rs2_out = 1'b0
    ,i_imm = 1'b1
} cmpmux_sel_t;
endpackage
package alumux;
typedef enum bit {
    rs1_out = 1'b0
    ,pc_out = 1'b1
} alumux1_sel_t;
typedef enum bit [2:0] {
    i_imm    = 3'b000
    ,u_imm   = 3'b001
    ,b_imm   = 3'b010
    ,s_imm   = 3'b011
    ,j_imm   = 3'b100
    ,rs2_out = 3'b101
} alumux2_sel_t;
endpackage
package regfilemux;
typedef enum bit [3:0] {
    alu_out   = 4'b0000
    ,br_en    = 4'b0001
    ,u_imm    = 4'b0010
    ,lw       = 4'b0011
    ,pc_plus4 = 4'b0100
    ,lb        = 4'b0101
    ,lbu       = 4'b0110   
    ,lh        = 4'b0111
    ,lhu       = 4'b1000   
} regfilemux_sel_t;
endpackage
module register #(parameter width = 32)
(
    input clk,
    input rst,
    input load,
    input [width-1:0] in,
    output logic [width-1:0] out
);
logic [width-1:0] data;
always_ff @(posedge clk)
begin
    if (rst)
    begin
        data <= '0;
    end
    else if (load)
    begin
        data <= in;
    end
    else
    begin
        data <= data;
    end
end
always_comb
begin
    out = data;
end
endmodule : register
$ cat ./run.sh
#!/bin/bash
# OpenROAD 26Q1-2900-gdf79404cd8, Yosys 0.63+post, stock flow scripts
make -C /OpenROAD-flow-scripts/flow DESIGN_CONFIG=/design/flow/config.mk WORK_HOME=/design/flow/orfs finish
$ cat ./config.mk
export PLATFORM = sky130hd
export DESIGN_NAME = register
export DESIGN_NICKNAME = register
export VERILOG_FILES = /design/flow/design.v
export SDC_FILE = /design/flow/constraint.sdc
export NUM_CORES = 4
export LEC_CHECK = 1
export CORE_AREA = 10 10 91 91
export DIE_AREA = 0 0 101 101
$ cat ./constraint.sdc
current_design register

set clk_period 1.0
set clk_io_pct 0.2

create_clock -name clk0 -period $clk_period [get_ports {clk}]

set non_clock_inputs [all_inputs -no_clocks]
set_input_delay [expr $clk_period * $clk_io_pct] -clock clk0 $non_clock_inputs
set_output_delay [expr $clk_period * $clk_io_pct] -clock clk0 [all_outputs]
==> impl_metrics.xml <==
<?xml version="1.0" encoding="UTF-8"?>
<metrics>
  <group name="placed_design">
    <metric name="placed_area" unit="mm^2">0.001901</metric>
    <metric name="routabilityCongestion" unit="">0.6653</metric>
    <metric name="dp_slack" unit="ps">-107.0</metric>
    <metric name="dp_cells" unit="">243</metric>
    <metric name="io_buffer_count" unit="">66</metric>
    <metric name="post-dp-hpwl" unit="um">2308</metric>
  </group>
  <group name="timing">
    <metric name="worstMarginPinSlew" unit="ps">147.3</metric>
    <metric name="hold_slack" unit="ps">428.9</metric>
    <metric name="timing.slew.headroom" unit="%">89.90</metric>
    <metric name="tns_setup" unit="ps">0</metric>
    <metric name="worst_clock_skew" unit="ps">0</metric>
    <metric name="rsz0062_at_grt" unit="">false</metric>
    <metric name="layout_worst_path_cycle_share" unit="%">95.71</metric>
    <metric name="postLayoutSetupSlackWorst" unit="ps">42.87</metric>
    <metric name="timing.final.max_slew_violations" unit="">0</metric>
    <metric name="min_period" unit="ps">957.1</metric>
    <metric name="max_freq" unit="GHz">1.045</metric>
    <metric name="hold_viol" unit="">0</metric>
    <metric name="setup_viol" unit="">0</metric>
  </group>
  <group name="setup_path">
    <metric name="critical-path-max-stage-delay" unit="ps">320</metric>
    <metric name="timing.critical_path.arrival" unit="ps">760</metric>
    <metric name="critical_path.endpoint_type" unit="">output pin</metric>
    <metric name="critical_path.startpoint_type" unit="">flop</metric>
    <metric name="critPathKind" unit="">flop to output pin</metric>
    <metric name="timing.critical_path.max_delay_family" unit="">flip-flops</metric>
    <metric name="r2r_start" unit="">data[9]</metric>
    <metric name="crit_fanout" unit="">2</metric>
    <metric name="crit_start" unit="">data[1]</metric>
    <metric name="critPathRequiredTime" unit="ps">800</metric>
    <metric name="path_cells" unit="">clkdlybuf4s15_1</metric>
    <metric name="number_of_buffers_and_inverters_on_the_critical_path" unit="">1</metric>
    <metric name="crit_slowest_cell" unit="">sky130_fd_sc_hd__dfxtp_2</metric>
  </group>
  <group name="power">
    <metric name="leakage" unit="nW">0.8900</metric>
    <metric name="power.ir.vdd_worst" unit="mV">0.5737</metric>
    <metric name="power_density" unit="mW/mm^2">1502</metric>
  </group>
  <group name="finish">
    <metric name="top_regs" unit="">data x32</metric>
    <metric name="layout-drive-gt1-share" unit="%">42.53</metric>
    <metric name="area_grow_syn2layout" unit="%">63.23</metric>
    <metric name="largest-register" unit="">data</metric>
    <metric name="finalInstanceArea" unit="mm^2">0.001899</metric>
    <metric name="fin_cells" unit="">251</metric>
    <metric name="largest_reg_flops" unit="">32</metric>
  </group>
  <group name="yosys">
    <metric name="yosys-stat-cells" unit="">103</metric>
    <metric name="yosys_area" unit="mm^2">0.001164</metric>
    <metric name="yosysWarningCount" unit="">1</metric>
    <metric name="synth_seq_share" unit="%">55.05</metric>
    <metric name="synthDominantCellAreaShare" unit="%">55.05</metric>
    <metric name="syn_inst" unit="">103</metric>
    <metric name="synth.ff_latch_count" unit="">32</metric>
    <metric name="syn_avg_cell_area" unit="um^2">11.30</metric>
    <metric name="top_area_cell" unit="">sky130_fd_sc_hd__dfxtp_1</metric>
    <metric name="yosys.cell_types.count" unit="">6</metric>
    <metric name="synth.area.top_cells" unit="">sky130_fd_sc_hd__dfxtp_1 (55%), sky130_fd_sc_hd__mux2i_1 (28%), sky130_fd_sc_hd__nor2_1 (10%), sky130_fd_sc_hd__buf_12 (5.2%), sky130_fd_sc_hd__buf_6 (0.97%)</metric>
    <metric name="netlist_area" unit="mm^2">0.001164</metric>
  </group>
  <group name="drt">
    <metric name="highest-signal-layer" unit="">met4</metric>
    <metric name="drt.antenna.violating_nets" unit="">0</metric>
    <metric name="met1Wirelength" unit="um">1481</metric>
    <metric name="remaining_drc_errors" unit="">0</metric>
    <metric name="detail_route.wl_per_cell" unit="um">12.58</metric>
    <metric name="dr.pass1.iters" unit="">4</metric>
    <metric name="drt_iter0_drc" unit="">10</metric>
    <metric name="avgViaCountPerCell" unit="">3.745</metric>
    <metric name="vias" unit="">940</metric>
    <metric name="insertedDiodeCount" unit="">0</metric>
    <metric name="detail_route.wirelength" unit="um">3157</metric>
    <metric name="met3WireLength" unit="um">277</metric>
    <metric name="met2RoutedLength" unit="um">1321</metric>
  </group>
  <group name="global_routing">
    <metric name="grt_remaining_overflow" unit="">0</metric>
    <metric name="wire_length_of_the_first_global_routing_pass" unit="um">4947</metric>
    <metric name="antenna_found_initial" unit="">0</metric>
    <metric name="grt_start_max_net_pins" unit="">33</metric>
    <metric name="groute.usage.overall" unit="%">5.909</metric>
    <metric name="first_global_vias" unit="">945</metric>
  </group>
  <group name="floorplanning">
    <metric name="die_h" unit="um">101</metric>
    <metric name="rows" unit="">29</metric>
    <metric name="fp_util" unit="%">18.33</metric>
    <metric name="floorplan.die_area" unit="mm^2">0.01020</metric>
    <metric name="die_x" unit="um">101</metric>
    <metric name="design.core.area" unit="mm^2">0.006350</metric>
    <metric name="ios" unit="">67</metric>
  </group>
  <group name="flow_run">
    <metric name="tool_warnings" unit="">25</metric>
    <metric name="max-cap-violations" unit="">0</metric>
  </group>
  <group name="clocking">
    <metric name="numCtsBuffers" unit="">5</metric>
    <metric name="clkSinkCount" unit="">32</metric>
    <metric name="tritoncts" unit="">done</metric>
    <metric name="clk_latency_worst_skew_pair" unit="ps">270</metric>
    <metric name="root_buffer" unit="">sky130_fd_sc_hd__clkbuf_8</metric>
    <metric name="hold_buffers" unit="">0</metric>
    <metric name="h-tree-depth" unit="">2</metric>
    <metric name="clk_transition_reported_paths" unit="ps">60</metric>
    <metric name="cts.path.max_buffers" unit="">2</metric>
  </group>
  <group name="hold_path">
    <metric name="hp-start" unit="">load</metric>
    <metric name="hp-class" unit="">input pin to flop</metric>
  </group>
  <group name="status">
    <metric name="run_status" unit="">completed</metric>
  </group>
</metrics>
[path summary, 6_finish.rpt]
path,to,depth (start not counted),slack (ps)
worst max-delay path,out[1],1,40
worst min register to register,data[19],2,480
worst min-delay path,data[11],4,430
worst max register to register,data[9],3,300
[synthesized netlist by cell type (all sizes together)]
library cell / instances
buf: 4
clkbuf: 3
dfxtp: 32
mux2i: 32
nor2: 32
[power breakdown]
| group | total (mW) | internal, mW | switching, mW |
|---|---|---|---|
| registers | 1.40 | 1.37 | 0.0352 |
| clock network | 1.06 | 0.613 | 0.447 |
| logic | 0.392 | 0.265 | 0.126 |
| total | 2.85 | 2.24 | 0.608 |
[area by class of cell]
| type | instances | area (um^2) |
|---|---|---|
| Fill cell | 660 | 4451 |
| Sequential cell | 32 | 680.7 |
| Timing Repair Buffer | 71 | 585.6 |
| Multi-Input combinational cell | 64 | 440.4 |
| Clock buffer | 7 | 96.34 |
| Tap cell | 77 | 96.34 |
[kinds of logic (layout without fill, tap and decap cells)]
family | count (synthesis) | in the layout | share of synthesized area, %
buffers and inverters | 7 | 78 | 7.097
AND/OR/NAND/NOR | 32 | 32 | 10.32
multiplexers | 32 | 32 | 27.53
flip-flops | 32 | 32 | 55.05
[stage by stage]
step	util, %	power, mW
6_report	29.91	2.852
5_1_grt	29.91	3.034
4_1_cts	31.84	2.964
3_5_place_dp	29.93	1.879
3_3_place_gp	29.93	1.878
2_1_floorplan	-	1.569
[layer usage]
metal | global-route usage [%] | vias to the layer above
li1 | - | 476
met1 | 8.491 | 417
met2 | 8.354 | 42
met3 | 2.079 | 5
met4 | 1.286 | 0
met5 | 0 | -
[worst reg2reg max path: stages, from the launching register on]
cell	delay (ps)
sky130_fd_sc_hd__dfxtp_2	320
sky130_fd_sc_hd__buf_4	120
sky130_fd_sc_hd__mux2i_1	110
sky130_fd_sc_hd__nor2_1	50
[cell usage in the layout, fill, tap and decap left out, drive strengths merged]
master	instances
dfxtp	32
clkbuf	33
clkdlybuf4s50	33
nor2	32
buf	9
clkdlybuf4s15	3
mux2i	32
[what timing repair did]
item | 4_1_cts | 5_1_grt
hold endpoints to repair | 0 | 0
cloned | 0 | 0
gates resized | 100 | 26
setup endpoints to repair | 32 | 26
buffers inserted | 0 | 1
No activity file was given, so power comes from the tool's default toggle rates.
